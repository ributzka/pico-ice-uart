## /design/flow/run.sh

```bash
#!/bin/bash
# OpenROAD 26Q1-2900-gdf79404cd8, Yosys 0.63+post, stock flow scripts
make -C /OpenROAD-flow-scripts/flow DESIGN_CONFIG=/design/flow/config.mk WORK_HOME=/design/flow/orfs finish
```

## /design/flow/config.mk

```make
export PLATFORM = sky130hd
export DESIGN_NAME = top
export DESIGN_NICKNAME = top
export VERILOG_FILES = /design/flow/design.v
export SDC_FILE = /design/flow/constraint.sdc
export NUM_CORES = 4
export LEC_CHECK = 1
export CORE_UTILIZATION = 50
```

## /design/flow/constraint.sdc

```tcl
current_design top

set clk_period 5.0
set clk_io_pct 0.2

create_clock -name clk0 -period $clk_period [get_ports {clk_i}]

set non_clock_inputs [all_inputs -no_clocks]
set_input_delay [expr $clk_period * $clk_io_pct] -clock clk0 $non_clock_inputs
set_output_delay [expr $clk_period * $clk_io_pct] -clock clk0 [all_outputs]
```

## /design/flow/design.v

```verilog
`timescale 1ns/1ps
`default_nettype none
module fifo #(parameter DATA_WIDTH = 8, parameter DEPTH = 16) (
    input logic clk_i,
    input logic rst_ni,
    input logic [DATA_WIDTH-1:0] data_i,
    input logic wr_en_i,
    output logic full_o,
    output logic [DATA_WIDTH-1:0] data_o,
    input logic rd_en_i,
    output logic empty_o
);
logic [DATA_WIDTH-1:0] mem [DEPTH-1:0];
logic [$clog2(DEPTH)-1:0] wr_ptr;
logic [$clog2(DEPTH)-1:0] rd_ptr;
logic [$clog2(DEPTH):0] count;
logic wr_en, rd_en;
assign wr_en = wr_en_i && !full_o;
assign rd_en = rd_en_i && !empty_o;
always_ff @(posedge clk_i or negedge rst_ni) begin
    if (!rst_ni) begin
        wr_ptr <= 0;
        rd_ptr <= 0;
    end else begin
        if (wr_en) begin
            wr_ptr <= wr_ptr + 1;
        end
        if (rd_en) begin
            rd_ptr <= rd_ptr + 1;
        end
    end
end
always_ff @(posedge clk_i or negedge rst_ni) begin
    if (!rst_ni) begin
       count <= 0;
    end else begin
        if (wr_en && !rd_en) begin
            count <= count + 1;
        end else if (rd_en && !wr_en) begin
            count <= count - 1;
        end else begin 
            count <= count;
        end
    end
end
always @(posedge clk_i) begin
    if (wr_en) begin
        mem[wr_ptr] <= data_i;
    end
end
always @(posedge clk_i) begin
    data_o <= mem[rd_ptr];
end
always_comb begin
    empty_o = (count == 0);
    full_o = (count == DEPTH);
end
endmodule
`timescale 1ns/1ps
module top (
  input clk_i,
  input rst_ni,
  input uart_rx_i,
  output uart_tx_o,
  output LED_R,
  output LED_G,
  output LED_B
);
logic [7:0] uart_data_out;
logic uart_ready_out;
logic uart_ready_in;
uart uart (
  .clk_i(clk_i),
  .rst_ni(rst_ni),
  .divider_i(14'd104),
  .rx_i(uart_rx_i),
  .tx_o(uart_tx_o),
  .data_o(uart_data_out),
  .ready_o(uart_ready_out),
  .data_i(data_out),
  .ready_i(uart_ready_in)
);
logic [7:0] data_out;
always_ff @(posedge clk_i or negedge rst_ni) begin
  if (!rst_ni) begin
    data_out <= 8'h00;
    uart_ready_in <= 1'b0;
  end else begin
    uart_ready_in <= 1'b0;
    if (uart_ready_out) begin
      data_out <= uart_data_out;
      uart_ready_in <= 1'b1;
    end
  end
end
assign LED_R = data_out[2];
assign LED_G = data_out[1];
assign LED_B = data_out[0];
endmodule
`timescale 1ns/1ps
module uart (
    input clk_i,
    input rst_ni,
    input [13:0] divider_i,
    input rx_i,
    output tx_o,
    input [7:0] data_i,
    input ready_i,
    output [7:0] data_o,
    output ready_o
);
logic [7:0] data_out;
logic data_ready;
logic empty;
logic rd_enable;
logic ready;
assign rd_enable = !empty;
assign ready_o = ready;
always_ff @(posedge clk_i or negedge rst_ni) begin
    if (!rst_ni) begin
        ready <= 1'b0;
    end else begin
        ready <= rd_enable;
    end
end
uart_rx uart_rx (
    .clk_i(clk_i),
    .rst_ni(rst_ni),
    .rx_i(rx_i),
    .divider_i(divider_i),
    .data_o(data_out),
    .ready_o(data_ready)
);
fifo fifo_rx (
    .clk_i(clk_i),
    .rst_ni(rst_ni),
    .wr_en_i(data_ready),
    .rd_en_i(rd_enable),
    .data_i(data_out),
    .data_o(data_o),
    .empty_o(empty),
    .full_o()
);
logic uart_tx_busy;
logic [7:0] fifo_tx_data;
logic uart_tx_ready, uart_tx_ready2;
logic fifo_tx_empty;
always_ff @(posedge clk_i or negedge rst_ni) begin
    if (!rst_ni) begin
        uart_tx_ready <= 1'b0;
    end else begin
        uart_tx_ready <= !fifo_tx_empty && !uart_tx_busy;
    end
end
assign uart_tx_ready2 = uart_tx_ready && !uart_tx_busy;
uart_tx uart_tx (
    .clk_i(clk_i),
    .rst_ni(rst_ni),
    .divider_i(divider_i),
    .data_i(fifo_tx_data),
    .ready_i(uart_tx_ready2),
    .busy_o(uart_tx_busy),
    .tx_o(tx_o)
);
fifo fifo_tx (
    .clk_i(clk_i),
    .rst_ni(rst_ni),
    .wr_en_i(ready_i),
    .rd_en_i(uart_tx_ready2),
    .data_i(data_i),
    .data_o(fifo_tx_data),
    .empty_o(fifo_tx_empty),
    .full_o()
);
endmodule
`timescale 1ns/1ps
module uart_rx (
    input clk_i,
    input rst_ni,
    input rx_i,
    input [13:0] divider_i,
    output [7:0] data_o,
    output ready_o
);
logic [7:0] data_out, data_out_next;
always_ff @(posedge clk_i or negedge rst_ni) begin
    if (!rst_ni) begin
        data_out <= 8'b0;
    end else begin
        data_out <= data_out_next;
    end
end
assign data_o = data_out;
logic ready, ready_next;
always_ff @(posedge clk_i or negedge rst_ni) begin
    if (!rst_ni) begin
        ready <= 1'b0;
    end else begin
        ready <= ready_next;
    end
end
assign ready_o = ready;
logic [2:0] data_clean;
always_ff @(posedge clk_i or negedge rst_ni) begin
    if (!rst_ni) begin
        data_clean <= 3'b0;
    end else begin
        data_clean <= {data_clean[1:0], rx_i};
    end
end
logic [13:0] count, count_next;
always_ff @(posedge clk_i or negedge rst_ni) begin
    if (!rst_ni) begin
        count <= 14'd0;
    end else begin
        count <= count_next;
    end
end
logic [2:0] bit_count, bit_count_next;
always_ff @(posedge clk_i or negedge rst_ni) begin
    if (!rst_ni) begin
        bit_count <= 3'b0;
    end else begin
       bit_count <= bit_count_next;
    end
end
typedef enum {
    IDLE,
    START,
    DATA,
    STOP
} state_t;
state_t state, state_next;
always_ff @(posedge clk_i or negedge rst_ni) begin
    if (!rst_ni) begin
        state <= IDLE;
    end else begin
        state <= state_next;
    end
end
always_comb begin
    state_next = state;
    data_out_next = data_out;
    count_next = count;
    bit_count_next = bit_count;
    ready_next = 1'b0;
    case (state)
        IDLE: begin
            if (data_clean[2:1] == 2'b10) begin
                state_next = START;
                count_next = divider_i >> 1;
            end
        end
        START: begin
            count_next = count - 1;
            if (count == 0) begin            
                state_next = DATA;
                count_next = divider_i;
                bit_count_next = 3'b0;
                if (data_clean[2:1] != 2'b00) begin
                    state_next = IDLE;
                end
            end
        end
        DATA: begin
            count_next = count - 1;
            if (count == 0) begin
                data_out_next = {data_clean[2], data_out[7:1]};
                bit_count_next = bit_count + 1;
                count_next = divider_i;
                if (bit_count == 7) begin
                    state_next = STOP;
                    count_next = divider_i;
                end
            end
        end
        STOP: begin
            count_next = count - 1;
            if (count == 0) begin
                state_next = IDLE;
                count_next = 0;
                ready_next = 1'b1;
            end
        end
        default: begin
            state_next = IDLE;
        end
    endcase
end
endmodule
`timescale 1ns/1ps
module uart_tx (
    input clk_i,
    input rst_ni,
    input [13:0] divider_i,
    input [7:0] data_i,
    input ready_i,
    output busy_o,
    output tx_o
);
logic [9:0] data_out, data_out_next;
always_ff @(posedge clk_i or negedge rst_ni) begin
    if (!rst_ni) begin
        data_out <= 10'b1;
    end else begin
        data_out <= data_out_next;
    end
end
assign tx_o = data_out[0];
logic [13:0] count, count_next;
always_ff @(posedge clk_i or negedge rst_ni) begin
    if (!rst_ni) begin
        count <= 14'b0;
    end else begin
        count <= count_next;
    end
end
logic [3:0] bit_count, bit_count_next;
always_ff @(posedge clk_i or negedge rst_ni) begin
    if (!rst_ni) begin
        bit_count <= 4'b0;
    end else begin
       bit_count <= bit_count_next;
    end
end
typedef enum {
    IDLE,
    SEND
} state_t;
state_t state, state_next;
always_ff @(posedge clk_i or negedge rst_ni) begin
    if (!rst_ni) begin
        state <= IDLE;
    end else begin
        state <= state_next;
    end
end
assign busy_o = (state != IDLE);
always_comb begin
    state_next = state;
    data_out_next = data_out;
    count_next = count;
    bit_count_next = bit_count;
    case (state)
        IDLE: begin
            if (ready_i) begin
                data_out_next = {1'b1, data_i, 1'b0};
                state_next = SEND;
                count_next = divider_i;
            end
        end
        SEND: begin
            count_next = count - 1;
            if (count == 0) begin
                data_out_next = data_out >> 1;
                bit_count_next = bit_count + 1;
                count_next = divider_i;
                if (bit_count == 10) begin
                    state_next = IDLE;
                    data_out_next = 10'b1;
                end
            end
        end
        default: begin
            state_next = IDLE;
        end
    endcase
end
endmodule
```

==> run_results.csv <==
group,metric,value,unit
run_status,status,"finished, final reports clean",
logic_synthesis,yosys.stat.seqShare,70.4,%
logic_synthesis,post_synth_instance_area,0.0149,mm2
logic_synthesis,asyncSetResetFlopFracSynth,26.7,%
detailed_routing,vias,7341,
critical_path,timing.critical_path.from_type,"flip-flop",
final_timing,slew-limit-headroom,40.2,%
clocking,cts.reportedPaths.clkPinSlew,60,ps
critical_path,setup.reg_to_reg.worst_slack,2010,ps
detailed_routing,dr.first_iter.drc_count,420,
final_timing,maxSlewViolCount,0,
global_routing,grt_first_pass_wirelength,41200,um
critical_path,critical_path.max_fanout,5,
power_and_ir_drop,powerDensity,362,mW/mm2
logic_synthesis,post-synth-top-area-fraction,51.6,%
detailed_routing,drcViolationCount,0,
clocking,tritoncts.num_buffers,39,
detailed_routing,wire_per_inst,18.8,um
logic_synthesis,syn-instance-count,880,
clocking,ctsLongestPathBuffers,3,
final_timing,post-route-worst-setup-slack,2010,ps
final_timing,timing_worst_slew_pin_value,894,ps
job,warning_count,35,
die,core_util_floorplan,51.4,%
clocking,cts_sinks,371,
placement,total_cell_area_at_the_placement_stage,0.0154,mm2
global_routing,gr_usage_total,19.0,%
placement,placement.setup.worst_slack,2100,ps
global_routing,globalRoute.totalOverflow,0,
final_timing,fin_worst_skew,22.6,ps
cells_and_area,finish.instance_area,0.0167,mm2
global_routing,busiest_metal_layer_after_global_routing,"met1",
critical_path,cp_data_arrival_time,3420,ps
clocking,cts_root_buf,"sky130_fd_sc_hd__clkbuf_16",
placement,numPortBuffers,6,
placement,place.detailed.hpwl,16100,um
logic_synthesis,enable_flop_cells,256,
clocking,insertion_delay_to_the_later_sink_of_the_worst_skew_pair,520,ps
die,placeableCoreArea,0.0290,mm2
detailed_routing,drt-total-wl,24800,um
logic_synthesis,synthDominantAreaCellType,"sky130_fd_sc_hd__edfxtp_1",
final_timing,period_minus_slack,2990,ps
power_and_ir_drop,ir_worst_vdd,0.291,mV
global_routing,grt_max_degree,54,
final_timing,hold_violations,0,
die,die_h,175,um
final_timing,setup-tns-final,0,ps
placement,globalplace.congestion,0.842,
logic_synthesis,syn_area_per_cell,16.9,um2
cells_and_area,layout-drive-gt1-share,20.2,%
logic_synthesis,ys_seq_elements,371,
global_routing,grt_util_met1,29.8,%
detailed_routing,drt-pass1-iter-count,4,
worst_hold_path,hold_class,"flip-flop to flip-flop",
detailed_routing,final_antenna_net_count,0,
clocking,cts-htree-levels,2,
cells_and_area,fill_cells,2133,
final_timing,fmax,334,MHz
clocking,hold_buffers,0,
clocking,post_cts_buffers,0,
die,num_io_pins,7,
critical_path,sort_of_element_at_the_end_of_the_critical_path,"flip-flop",
logic_synthesis,synthTopCellsByArea,"sky130_fd_sc_hd__edfxtp_1, sky130_fd_sc_hd__dfrtp_1, sky130_fd_sc_hd__mux4_2",
global_routing,met2_usage,28.6,%
clocking,cts_tree,"done",
die,chipArea,0.0305,mm2
cells_and_area,area_growth_from_synthesis_to_layout,11.8,%
logic_synthesis,flop_cell,"sky130_fd_sc_hd__edfxtp_1",
final_timing,finalHoldWorstSlack,375,ps
global_routing,grt_antenna_before_repair,0,
detailed_routing,antennaDiodeCount,0,
final_timing,final.period_utilization,59.9,%
final_timing,setup_repair_after_global_routing_missed_its_margin,"no",
logic_synthesis,synth_cell_type_count,55,
critical_path,critPathRequiredTime,5430,ps
die,horizontal_die_size,175,um
logic_synthesis,synth.yosys.num_cells,880,
global_routing,gr_util_met3,8.01,%
logic_synthesis,ys_warn_count,5,
logic_synthesis,synth_chip_area,0.0149,mm2
critical_path,critPathKind,"flip-flop to flip-flop",
clocking,cts_repair_resize_count,0,
job,max-cap-violations,0,
final_timing,finalSetupViolCount,0,
die,core.rowCount,62,
global_routing,first_global_vias,7965,
power_and_ir_drop,p_leak,5.27,nW
detailed_routing,route.detailed.vias_per_inst,5.57,
cells_and_area,fin_util,57.5,%
[Yosys cell counts, types with 2 or more instances]
library cell and number:
sky130_fd_sc_hd__mux4_2 80, sky130_fd_sc_hd__nor2b_1 13, sky130_fd_sc_hd__o22ai_1 2, sky130_fd_sc_hd__nand3b_1 4
sky130_fd_sc_hd__nand2b_1 7, sky130_fd_sc_hd__nand3_1 6, sky130_fd_sc_hd__a31oi_1 13, sky130_fd_sc_hd__a32o_1 2
sky130_fd_sc_hd__a21boi_1 2, sky130_fd_sc_hd__nand4_1 6, sky130_fd_sc_hd__mux2i_1 3, sky130_fd_sc_hd__or3_2 2
sky130_fd_sc_hd__mux2_4 8, sky130_fd_sc_hd__a21oi_1 17, sky130_fd_sc_hd__nand2_1 66, sky130_fd_sc_hd__edfxtp_1 256
sky130_fd_sc_hd__dfrtp_1 97, sky130_fd_sc_hd__inv_1 21, sky130_fd_sc_hd__clkbuf_1 24, sky130_fd_sc_hd__dfxtp_1 16
sky130_fd_sc_hd__or3_1 10, sky130_fd_sc_hd__nor3_1 17, sky130_fd_sc_hd__nor2_1 50, sky130_fd_sc_hd__dfstp_2 2
sky130_fd_sc_hd__xnor2_1 27, sky130_fd_sc_hd__o22a_1 4, sky130_fd_sc_hd__mux2_2 8, sky130_fd_sc_hd__ha_1 26
sky130_fd_sc_hd__xor2_1 4, sky130_fd_sc_hd__o21ai_0 37, sky130_fd_sc_hd__and2_1 3, sky130_fd_sc_hd__buf_1 14
sky130_fd_sc_hd__or2_2 3, sky130_fd_sc_hd__nor4_1 9
[layer usage]
layer,vias to the layer above,wire length [um]
met3,36,2040
met2,260,12300
li1,3430,-
met5,-,0
met4,0,466
met1,3615,9930
[sequential cells by signal, summed over array words and instances, names as in the netlist, 5 cells and up]
name	count
uart.fifo_rx.count	5
uart.uart_rx.count	14
uart.fifo_rx.mem	128
uart.uart_rx.data_out	8
uart.fifo_tx.mem	128
uart.uart_tx.data_out	10
data_out	8
uart.uart_tx.count	14
uart.fifo_rx.data_o	8
uart.fifo_tx.data_o	8
uart.fifo_tx.count	5
[cells in the final DEF (no fill, tap or decap), types with 8 or more instances in the layout]
master                      count
sky130_fd_sc_hd__dfxtp_1       16
sky130_fd_sc_hd__mux2_2         8
sky130_fd_sc_hd__a31oi_1       13
sky130_fd_sc_hd__edfxtp_1     256
sky130_fd_sc_hd__nand2_1       66
sky130_fd_sc_hd__nor2b_1       13
sky130_fd_sc_hd__clkbuf_16     39
sky130_fd_sc_hd__or3_1         10
sky130_fd_sc_hd__o21ai_0       37
sky130_fd_sc_hd__mux4_2        80
sky130_fd_sc_hd__ha_1          26
sky130_fd_sc_hd__xnor2_1       27
sky130_fd_sc_hd__nor3_1        17
sky130_fd_sc_hd__nor4_1         9
sky130_fd_sc_hd__dfrtp_1       95
sky130_fd_sc_hd__a21oi_1       17
sky130_fd_sc_hd__nor2_1        50
sky130_fd_sc_hd__buf_4         17
sky130_fd_sc_hd__clkbuf_8       8
sky130_fd_sc_hd__mux2_4         8
sky130_fd_sc_hd__clkbuf_1       9
sky130_fd_sc_hd__inv_1         21
[per-stage QoR]
stage / power, W / cells
floorplan: 0.00332 / 880
global placement: 0.00334 / 1247
detailed placement: 0.00334 / 1247
CTS: 0.00611 / 1317
global route: 0.00623 / 1317
finish: 0.00603 / 1317
[logic make-up (layout without fill, tap and decap cells)]
logic type,after synthesis,count (layout),synth area share (%)
xor+xnor,31,31,1.82
fa+ha+maj,27,27,2.32
mux,99,99,13.7
buf+inv,60,113,1.56
simple gates,206,206,6.87
compound gates,86,86,3.37
flops,371,371,70.4
[path summary, 6_finish.rpt]
path                                                            from                                   end  cells past startpoint
worst max register to register     uart.fifo_tx.count[0]$_DFFE_PN0P_     uart.fifo_tx.count[4]$_DFFE_PN0P_                     11
worst max-delay path               uart.fifo_tx.count[0]$_DFFE_PN0P_     uart.fifo_tx.count[4]$_DFFE_PN0P_                     11
max in group asynchronous                                     rst_ni    uart.fifo_rx.rd_ptr[0]$_DFFE_PN0P_                      2
min in group asynchronous                                     rst_ni               data_out[1]$_DFFE_PN0P_                      1
worst min-delay path            uart.uart_rx.data_clean[0]$_DFF_PN0_  uart.uart_rx.data_clean[1]$_DFF_PN0_                      0
worst min register to register  uart.uart_rx.data_clean[0]$_DFF_PN0_  uart.uart_rx.data_clean[1]$_DFF_PN0_                      0
[worst max-delay path: stages, from the launching register on]
cell                      delay [ps]
sky130_fd_sc_hd__dfrtp_1         430
sky130_fd_sc_hd__nor4_1          470
sky130_fd_sc_hd__a21oi_1         150
sky130_fd_sc_hd__and2_1          230
sky130_fd_sc_hd__inv_1           110
sky130_fd_sc_hd__ha_1            260
sky130_fd_sc_hd__inv_1           150
sky130_fd_sc_hd__ha_1            340
sky130_fd_sc_hd__a21o_1          190
sky130_fd_sc_hd__a21oi_1         180
sky130_fd_sc_hd__mux2i_1         260
sky130_fd_sc_hd__xnor2_1         140
[area by class of cell]
cell class | instances | area (um2) | share of cell area (%)
Tap cell | 384 | 480 | 2.88
Sequential cell | 371 | 10500 | 62.9
Inverter | 21 | 78.8 | 0.473
Timing Repair Buffer | 22 | 178 | 1.07
Clock buffer | 56 | 1120 | 6.72
Multi-Input combinational cell | 449 | 4180 | 25.1
Clock inverter | 14 | 139 | 0.833
[where the power goes]
group / internal (W) / switching [W] / leakage (nW)
logic: 0.00000219 / 0.0000167 / 1.38
registers: 0.00325 / 0.000000892 / 3.26
clock network: 0.00166 / 0.00109 / 0.623
Power is estimated from default activity; no workload was simulated.
